$ cat design/flow/config.mk
export PLATFORM = sky130hd
export DESIGN_NAME = sobel
export DESIGN_NICKNAME = sobel
export VERILOG_FILES = /design/flow/design.v
export SDC_FILE = /design/flow/constraint.sdc
export NUM_CORES = 4
export LEC_CHECK = 1
export CORE_UTILIZATION = 50
$ cat design/flow/design.v
`timescale 1ns / 1ps
module dataReg #(dataWidth = 8)(
    input i_clk,
    input i_data_valid,
    input [dataWidth-1:0] i_data,
    output reg [dataWidth-1:0] o_data    
);
always @(posedge i_clk) begin
    if (i_data_valid) begin
        o_data <= i_data;  
    end
end
endmodule
`timescale 1ns / 1ps
module pipeline #(level=3,dataWidth=2)(
input                  aclk,
input [dataWidth-1:0]  inData,
output [dataWidth-1:0] outData
);
wire [dataWidth-1:0] w_wires[level-1:0];
generate
genvar i;
    for(i=0;i<level;i=i+1)
    begin
        if(i==0)
            dataReg #(.dataWidth(dataWidth))DR(
            .i_clk(aclk),
            .i_data(inData),
            .i_data_valid(1'b1),
            .o_data(w_wires[0])
            );
        else
            dataReg #(.dataWidth(dataWidth))DR(
            .i_clk(aclk),
            .i_data(w_wires[i-1]),
            .i_data_valid(1'b1),
            .o_data(w_wires[i])
            );
    end
endgenerate
assign outData = w_wires[level-1];
endmodule
`timescale 1ns / 1ps
module sobel (
input          aclk,
input          aresetn,
input          s_axis_tvalid,
input [71:0]   s_axis_tdata,
output         s_axis_tready,
input          s_axis_tlast,
input          s_axis_tuser,
output         m_axis_tvalid,
output reg [23:0]  m_axis_tdata,
input          m_axis_tready,
output         m_axis_tlast,
output         m_axis_tuser,
input   [31:0] threshold
);
assign s_axis_tready = m_axis_tready;
integer mac1;
integer mac2;
integer mac3;
integer mac4;
integer sum1;
integer sum2;
always @(posedge aclk)
begin
    mac1 <= $signed(s_axis_tdata[7:0]) + $signed(2*s_axis_tdata[15:8])+ $signed(s_axis_tdata[23:16]);  
    mac2 <= $signed(-s_axis_tdata[55:48]) + $signed(-2*s_axis_tdata[63:56])+ $signed(-s_axis_tdata[71:64]);
    sum1 <= $signed(mac1+mac2);  
    mac3 <= $signed(s_axis_tdata[7:0]) + $signed(2*s_axis_tdata[31:24])+ $signed(s_axis_tdata[55:48]);  
    mac4 <= $signed(-s_axis_tdata[23:16]) + $signed(-2*s_axis_tdata[47:40])+ $signed(-s_axis_tdata[71:64]);
    sum2 <= $signed(mac3+mac4);  
    if(($signed(sum1) > $signed(threshold)) ||  ($signed(sum1) < $signed(-threshold)) || ($signed(sum2) > $signed(threshold)) ||  ($signed(sum2) < $signed(-threshold)))
	   m_axis_tdata <= {8'd255,8'd255,8'd255};
	else
	   m_axis_tdata <= 0; 
end
pipeline #(.level(3),.dataWidth(1))PValid(
    .aclk(aclk),
    .inData(s_axis_tvalid),
    .outData(m_axis_tvalid)
);    
pipeline #(.level(3),.dataWidth(1))PUser(
    .aclk(aclk),
    .inData(s_axis_tuser),
    .outData(m_axis_tuser)
);
pipeline #(.level(3),.dataWidth(1))PLast(
    .aclk(aclk),
    .inData(s_axis_tlast),
    .outData(m_axis_tlast)
);
endmodule
$ cat design/flow/constraint.sdc
current_design sobel

set clk_period 6.5
set clk_io_pct 0.2

create_clock -name clk0 -period $clk_period [get_ports {aclk}]

set non_clock_inputs [all_inputs -no_clocks]
set_input_delay [expr $clk_period * $clk_io_pct] -clock clk0 $non_clock_inputs
set_output_delay [expr $clk_period * $clk_io_pct] -clock clk0 [all_outputs]
$ cat design/flow/run.sh
#!/bin/bash
# OpenROAD 26Q1-2900-gdf79404cd8, Yosys 0.63+post, stock flow scripts
make -C /OpenROAD-flow-scripts/flow DESIGN_CONFIG=/design/flow/config.mk WORK_HOME=/design/flow/orfs finish
==> Changelog: implementation <==
### Physical design

* Drt initial violations at 495
* CTS root buffer: clkbuf_16
* Setup WS pre-CTS at -1.803 ns
* Setup violators final at 30
* Crit Path Max Fanout at 5
* Crit path DRT at 6.82 ns
* CTS H-tree lvls at 4
* Synth Seq Share at 18.11%
* Antenna viol nets, final at 0
* Distinct lib cells used at 97
* # hold bufs at CTS at 0
* Synthesized registers at around 160
* Die W at 191.3 µm
* Worst hold margin at approximately 0.33 ns
* Via count of the first global-routing pass at 14,410
* Rows at roughly 68
* Share of layout cells above drive strength 1 at 18.80%
* Syn Area/Cell at 9.189 µm²
* Fmax at 136.4 MHz
* RSZ-0062 raised after global routing: yes
* Multiplexer share at 0.2445%
* Slew margin rel. at about 46%
* Clock slew at reported path FFs at 0.07 ns
* Dpl cells at 2,717
* Area grow syn2layout at 26.30%
* Failing checks: setup timing
* WL final at 40,760 µm
* Via count at 14,227
* Worst R2R End: sum2[28]
* Core Util at FP at between 50% and 60%
* Area fraction in xor and xnor cells at 8.950%
* Final Hold Viols at 0
* Hold endpoint: PUser.genblk1[2].genblk1.DR.o_data
* Area of the multi-input gates at 14,080 µm²
* Placed instance area at 21,450 µm²
* Diode count at 0
* Outcome: finished, violations left
* Yosys chip area at 17,910 µm²
* Post-synth ARST share at 0%
* Min-Delay Startpoint: PUser.genblk1[1].genblk1.DR.o_data
* Post-synth EDFFs at 0
* R2R Path Start: mac3[11]
* Crit path kind: input pin to flop
* Maxcap violations at 0
* PortBufs at 126
* Flop area at 3243 µm²
* Main logic family after synthesis: adder cells
* Hold path depth at 0
* Yosys simple share at 11.46%
* Total Routing Usage GR at 24.56%
* Chip height at 191.3 µm
* YS warnings at 3
* Core area at 34,880 µm²
* Reg2Reg Setup Slack at 3.22 ns
* Gpl congestion at 0.9524
* Filler Cell Count at 2,809
* Clk buf depth at 2
* Area of the die at 36,580 µm²
* Non-filler cells, final at 2,774
* Clock latency (worst-skew pair) at 0.43 ns
* WP data arrival at 7.65 ns
* Grt total ovfl at 0
* HPWL reported at the end of detailed placement at 35,690 µm
* Global-route wire length before repair at 68,940 µm
* Largest net degree at the start of global routing at 25
* Post-Synthesis Cells at 1,949
* AO/OA Area Share at 18.17%
* FF-to-FF path depth at 9
* Crit path launch type: input pin
* Worst-Margin Slew at 0.8085 ns
* Adder Share, Synth at roughly 36%
* First-pass DRT Iterations at 4
* WL/cell at 14.69 µm
* Vias/cell at 5.129
* Tool warnings at approximately 44
* Final setup margin at -0.8318 ns
* Dominant synthesized flop cell: dfxtp_1
* Netlist Area Pre-Place at between 15,000 and 20,000 µm²
* Fin area at 22,620 µm²
* Hold Path Class: flop to flop
* Antenna violations before repair at 1
* Crit share post-route at 112.8%
* Yosys cell count at 1,949
* Setup TNS at -18.07 ns
* Final min period at between 7 and 8 ns
* Critical path capture point type: flop
* CTS tree: yes
* TritonCTS buffer count at 17
* Clock skew at 0.01063 ns
* Max-slew violations at 0
* IO Pins at 138
* Clk sink count at 162
* Drt drc at 0
==> registers in the layout, indices dropped and copies added (netlist names) <==
signal,cells
m_axis_tdata,1
mac3,12
mac2,32
PLast.genblk1.genblk1.DR.o_data,3
sum1,32
PUser.genblk1.genblk1.DR.o_data,3
mac4,32
PValid.genblk1.genblk1.DR.o_data,3
mac1,12
sum2,32
==> per-layer routing <==
metal  share of wire, %  GRT usage [%]  vias to the layer above
li1                   -              -                     7509
met1                 49          37.15                     6503
met2                 45          39.05                      186
met3                4.0          4.249                       29
met4                1.5          3.083                        0
met5                  0              0                        -
==> placed cells by master, fill, tap and decap left out, types with 30 or more instances in the layout <==
master	instances
nand4_1	36
ha_1	302
buf_4	229
a21oi_1	115
nor3_1	39
xor2_1	31
xnor2_1	142
inv_1	233
a21o_1	100
clkdlybuf4s50_1	110
nand2_1	56
nor2_1	106
o21a_1	30
o21ai_0	74
dfxtp_1	162
fa_1	122
==> repair_timing <==
| item | 4_1_cts | 5_1_grt |
|---|---|---|
| gates cloned | 0 | 0 |
| hold endpoints to repair | 0 | 0 |
| setup buffers | 15 | 14 |
| pin swaps | 79 | 80 |
| endpoints found under the setup margin | 37 | 37 |
| gates resized | 87 | 55 |
==> Yosys cell counts, types with 4 or more instances <==
cell type    n  area (µm²)
nor4_1       5       31.28
a21o_1     100       750.7
nand2b_1    19       118.9
o2111ai_1    6       52.55
nor2b_1     27       168.9
buf_4       24       180.2
or3_1        6       37.54
o21ai_0     83       415.4
and4_1       6       52.55
xnor2_1    151        1323
o21ai_1      8       40.04
nand3b_1     4       30.03
inv_1      257       964.7
ha_1       317        3966
and3_1      11       68.82
a211oi_1     9       67.56
nor3_1      40       200.2
clkbuf_1     7       26.28
a21oi_1    130       650.6
nand2_1     59       221.5
o21a_1      30       225.2
o211ai_1     8       60.06
xor2_1      32       280.3
dfxtp_1    162        3243
o31ai_1      6       45.04
a21oi_2      4       35.03
a21boi_0     6       45.04
nor2_1     109       409.1
o21bai_1    23       172.7
nand4_1     36       225.2
a31oi_1      8       50.05
fa_1       128        2562
nand3_1     25       125.1
==> critical path: stages <==
cell and delay, ns:
buf_6 0.09, fa_2 0.66, inv_2 0.05, fa_1 0.49
fa_1 0.43, fa_1 0.53, inv_2 0.05, ha_4 0.22
a21oi_4 0.14, nor2b_1 0.06, o21a_1 0.18, o21ai_1 0.12
nand2b_1 0.08, a21o_1 0.17, fa_1 0.47, fa_1 0.59
ha_4 0.22, a21oi_4 0.15, o21ai_2 0.08, o41a_1 0.33
a22o_1 0.24, a31oi_4 0.17, a31oi_2 0.12, a41o_1 0.22
o41a_1 0.33, xor2_1 0.15
==> worst max-delay path by stage <==
stage                       startpoint  endpoint  slack (ns)  cells past startpoint
after CTS             s_axis_tdata[59]  mac2[30]       -1.02                     26
after global routing  s_axis_tdata[60]  mac2[30]       -1.10                     27
final                 s_axis_tdata[60]  mac2[30]       -0.83                     26
==> per-stage QoR <==
step / util [%]
final: 64.84
after global routing: 64.84
after CTS: 64.04
after detailed placement: 61.48
after global placement: 61.48
after floorplan: -
==> cells by family (layout without fill, tap and decap cells) <==
family                   count (synthesis)  in the layout
buffers and inverters                  291            661
flip-flops                             162            162
AND-OR/OR-AND                          481            481
XOR/XNOR                               183            183
multiplexers                             4              4
AND/OR/NAND/NOR                        383            383
adder cells (fa/ha/maj)                445            445
==> layout make-up <==
class | count | share of cell area, %
Timing Repair Buffer | 372 | 13.90
Sequential cell | 162 | 14.34
Multi-Input combinational cell | 1496 | 62.24
Inverter | 257 | 4.276
Clock buffer | 17 | 1.881
Clock inverter | 15 | 0.8519
Tap cell | 455 | 2.517
