$ cat flow/config.mk
export PLATFORM = sky130hd
export DESIGN_NAME = rgb2grey
export DESIGN_NICKNAME = rgb2grey
export VERILOG_FILES = /design/flow/design.v
export SDC_FILE = /design/flow/constraint.sdc
export NUM_CORES = 4
export LEC_CHECK = 1
export CORE_AREA = 10 10 93 93
export DIE_AREA = 0 0 103 103
$ cat flow/constraint.sdc
current_design rgb2grey

set clk_period 10.1
set clk_io_pct 0.2

create_clock -name clk0 -period $clk_period [get_ports {aclk}]

set non_clock_inputs [all_inputs -no_clocks]
set_input_delay [expr $clk_period * $clk_io_pct] -clock clk0 $non_clock_inputs
set_output_delay [expr $clk_period * $clk_io_pct] -clock clk0 [all_outputs]
$ cat flow/design.v
`timescale 1ns / 1ps
module rgb2grey(
    input   aclk,
    input   aresetn,
    input   s_axis_tvalid,
    input  [23:0] s_axis_tdata,
    output  s_axis_tready,
    input   s_axis_tuser,
    input   s_axis_tlast,
    output reg  m_axis_tvalid,
    output reg  [23:0] m_axis_tdata,
    input        m_axis_tready,
    output reg   m_axis_tuser,
    output reg   m_axis_tlast
);
    assign s_axis_tready = m_axis_tready;
    wire [7:0] grey_data;
    assign grey_data = (s_axis_tdata[23:16] + s_axis_tdata[15:8] + s_axis_tdata[7:0])/3;
    always @(posedge aclk) begin
        m_axis_tvalid <= s_axis_tvalid;
        m_axis_tdata  <= {grey_data,grey_data,grey_data};
        m_axis_tlast  <= s_axis_tlast;
        m_axis_tuser  <= s_axis_tuser;
    end
endmodule
$ cat flow/run.sh
#!/bin/bash
# OpenROAD 26Q1-2900-gdf79404cd8, Yosys 0.63+post, stock flow scripts
make -C /OpenROAD-flow-scripts/flow DESIGN_CONFIG=/design/flow/config.mk WORK_HOME=/design/flow/orfs finish
==> reports/metrics.cfg <==
[logic_synthesis]
yosys_register_bits=11
ys_chip_area_um2=1752
async_flop_share_pct=0
synth_seq_share_pct=12.57
netlist_area_um2=1752
ff_type=dfxtp_1
ys_cells=208
edf_count=0
syn_avg_cell_area_um2=8.422
ys_types=62
yosysWarningCount=1
netlist_instances=208

[clock_tree]
cts_num_sinks=11
cts_tree=built
ctsHoldBuffers=0
ctsHtreeMaxLevel=1
cts_resized=0
clk_pin_slew_ps=40
cts_post_setup_buffers_inserted=0
clockRootBuffer=clkbuf_8
cts_max_path_buffers=2
cts_buffers=3

[sta]
hold_viol=0
setup_ws_ps=1906
rsz0062_at_grt=false
slew_viol_final=0
tightest_slew_ps=665.4
whs_ps=2238
fin_setup_tns_ps=0
clock.fmax_ghz=0.1220
finalCritPeriodShare_pct=81.13
fin_crit_ps=8194
setup_viol=0
slew_headroom_pct=55.48

[critical_path]
worstPathMaxFanout=11
critPathRequiredTime_ps=10200
critPathKind=input pin to register
crit_path_frequent_cell=inv_1
cp_cell_sequence=clkdlybuf4s50_1 -> inv_1 -> fa_1 -> inv_1 -> ha_1 -> fa_1 -> a211o_1 -> a21oi_1 -> or3_1 -> inv_1 -> ha_1 -> o31a_1 -> o221a_4 -> a21oi_2 -> mux2i_1 -> o211ai_2 -> or2_2 -> mux2i_1 -> ha_1 -> inv_1 -> and3_1 -> a31oi_1 -> o21ai_0 -> or4b_1
slowest_stage=fa_1
critPathMaxStageDelay_ps=530
worstSetupEndpointType=register
worstPathArrival_ps=8300
critPathLaunchType=input pin

[routing]
antenna_left=0
drc=0
drt-total-wl_um=3762
antenna_cells=0
drtPass1Iterations=4
routed_via_density=4.818
vias=1561
drt_iter0_drc=50
wl_per_cell_um=11.61

[power]
power.density_nw_per_um2=254.5
power_switching_mw=0.2458
p_total_mw=0.5808
pwr-share-comb_pct=80.4
p_int_mw=0.3351
power_frac_seq_pct=12.5
swShare_pct=42.31
ir_drop_v=0.00005728
leakagePower_nw=0.9604
clockPowerShare_pct=7.1

[global_route]
grt_pass1_vias=1407
track_usage_pct=6.816
grt_pass1_wl_um=6168
grt_start_max_net_pins=13
grt_overflow_total=0
antenna_found_initial=0

[layout]
drive_gt1_share_pct=8.197
lay_top_count=clkdlybuf4s50_1
fillers=715
syn_to_final_growth_pct=30.29
layout_top_cells=54 x clkdlybuf4s50_1, 23 x inv_1, 16 x nor2_1

[placement]
port_buffers=54
hpwl_um=3249
place_congestion=0.8363
post-place-ws_ps=1685

[run]
warnings=26
drv_cap=0

[floorplanning]
die_area_um2=10610
die-height_um=103
rows=30
coreArea_um2=6756
die_w_um=103
pin_count=58
fp_util_pct=25.93

[run_status]
status=completed

[min_path]
whs_path_depth=1
hold_start=s_axis_tuser
hold_class=input pin to register
whs_endpoint=m_axis_tuser$_DFF_P_

-- registers in the layout, indices dropped and copies added, names as in the netlist --
register	cells
m_axis_tdata	8
m_axis_tlast	1
m_axis_tuser	1
m_axis_tvalid	1
-- final cells by class --
class	count	area, um^2	area share [%]
timing repair buffer	55	548.0	24.01
tap	80	100.1	4.386
multi-input combinational	151	1282	56.20
inverter	23	86.33	3.783
sequential	11	220.2	9.649
clock buffer	4	45.04	1.974
-- synthesized netlist by cell type (all sizes together), types with 3 or more instances --
| cell | n | area (um^2) |
|---|---|---|
| ha | 9 | 112.6 |
| xnor2 | 3 | 26.28 |
| o21a | 5 | 37.54 |
| nand2 | 10 | 37.54 |
| mux2i | 7 | 82.58 |
| buf | 21 | 155.1 |
| a211o | 5 | 43.79 |
| a211oi | 4 | 30.03 |
| inv | 23 | 86.33 |
| a21o | 7 | 60.05 |
| or3 | 5 | 31.28 |
| o21ai | 9 | 56.30 |
| a21oi | 11 | 58.81 |
| nor2b | 3 | 18.77 |
| fa | 9 | 180.2 |
| nor2 | 16 | 60.06 |
| nor3 | 9 | 72.57 |
| dfxtp | 11 | 220.2 |
-- worst max-delay path by stage --
stage                from                       end  slack [ps]  cells past startpoint
6_report  s_axis_tdata[1]  m_axis_tdata[16]$_DFF_P_        1910                     24
5_1_grt   s_axis_tdata[1]  m_axis_tdata[16]$_DFF_P_        1460                     24
4_1_cts   s_axis_tdata[1]  m_axis_tdata[16]$_DFF_P_        1900                     24
-- logic make-up after synthesis --
kind of cell / after synthesis / share of synthesized area [%]
xor+xnor: 5 / 2.500
mux: 9 / 6.214
fa+ha+maj: 20 / 17.86
flops: 11 / 12.57
buf+inv: 46 / 14.21
compound gates: 61 / 29.00
simple gates: 56 / 17.64
-- layer usage --
metal | routed length, um | global-route usage [%]
met4 | 10 | 0.5348
met3 | 452 | 1.760
met1 | 1895 | 10.28
met5 | 0 | 0
met2 | 1404 | 9.898
-- power groups by stage --
stage     combinational [mW]  clock, mW  sequential, mW
4_1_cts                0.471     0.0429          0.0733
5_1_grt                0.523     0.0453          0.0755
6_report               0.467     0.0413          0.0726
-- through the flow --
stage,utilization (%),area (um^2),cells
after floorplan,-,1752,208
after global placement,33.11,2237,320
after detailed placement,33.11,2237,320
after CTS,33.78,2282,324
after global routing,33.78,2282,324
final,33.78,2282,324
-- worst max-delay path: cells and delay by family --
kind / cells / cell delay [ps]
fa+ha+maj: 5 / 1850
mux: 2 / 470
compound gates: 8 / 1710
buf+inv: 5 / 870
simple gates: 4 / 1370
No activity file was given, so power comes from the tool's default toggle rates.
